==> design.v <==
`timescale 1ns / 1ps
module Adder32 (A, B, Ci, S, Co);
input[31:0] A;
input[31:0] B;
input Ci;
output[31:0] S;
output Co;
wire[32:0] Sum33;
assign Sum33 = A + B + Ci ;
assign S = Sum33[31:0] ;
assign Co = Sum33[32] ;
endmodule
==> run.sh <==
#!/bin/bash
# OpenROAD 26Q1-2900-gdf79404cd8, Yosys 0.63+post, stock flow scripts
make -C /OpenROAD-flow-scripts/flow DESIGN_CONFIG=/design/flow/config.mk WORK_HOME=/design/flow/orfs finish
==> config.mk <==
export PLATFORM = sky130hd
export DESIGN_NAME = Adder32
export DESIGN_NICKNAME = Adder32
export VERILOG_FILES = /design/flow/design.v
export SDC_FILE = /design/flow/constraint.sdc
export NUM_CORES = 4
export LEC_CHECK = 1
export CORE_AREA = 10 10 89 89
export DIE_AREA = 0 0 99 99
==> constraint.sdc <==
current_design Adder32

set clk_period 18.8
set clk_io_pct 0.2

create_clock -name clk0 -period $clk_period

set non_clock_inputs [all_inputs -no_clocks]
set_input_delay [expr $clk_period * $clk_io_pct] -clock clk0 $non_clock_inputs
set_output_delay [expr $clk_period * $clk_io_pct] -clock clk0 [all_outputs]
==> Slide: Implementation Results <==
Key Metrics from the Run

Status
  – Status: finished clean

Yosys
  – Yosys stat area: about 1700 um2
  – # Cells Yosys: between 200 and 250
  – Synth area leader: ha_1
  – Post-synth seq share: 0%
  – Synth Cell Area: around 1700 um2
  – Top-area cell share: 22.3%
  – Cell Type Count: between 40 and 50
  – Syn Area/Cell: around 7.1 um2
  – Mapped Cells: 245
  – YS warnings: 0
  – Largest cells by area: ha_1 (22%), a21o_1 (9.9%), a21oi_1 (8.3%)

Route
  – WL per Instance: around 15 um
  – DRC viols: 0
  – Final WL: about 6000 um
  – DR vias: about 2100
  – Antenna Diode Count: 0
  – Drt first pass iters: 4
  – Initial drt markers: just under 80
  – Avg Vias per Cell: between 5 and 6
  – Antenna Nets Post-Route: 0

Final timing
  – Rel. slew slack: between 60% and 70%
  – Post-route setup slack: just under 8 ns
  – Final setup violation count: 0
  – Final Hold Violation Tally: 0
  – Max Freq: a little over 90 MHz
  – Minimum clock period: between 10 and 15 ns
  – Worst-Margin Slew: between 0.5 and 0.6 ns
  – Setup TNS: 0 ns
  – Final slew viol count: 0
  – Final Cycle Share: around 58%
  – RSZ-0062 raised after global routing: false

Worst setup path
  – CP required: roughly 15 ns
  – Setup CP Type: primary input to output port
  – Data arrival time of the worst path: between 7 and 8 ns
  – Startpoint types: primary input
  – Critical Path End Type: output port
  – CP max FO: 3

Flow run
  – Tool warnings: 32
  – # Max-Cap Violations: 0

Layout
  – Post-Route Utilization: 46.2%
  – Layout area overhead: 59.1%
  – Number of clock-tree buffers in the layout: 0
  – Non-filler instance count after layout: slightly above 400
  – Filler cell count: around 610
  – Comb area: between 1500 and 2000 um2
  – Reg area: 0 um2
  – Flop count: 0
  – Layout cells sized above 1: 2.11%

Place
  – Placed cells: between 400 and 500
  – Buffers on Ports: 98
  – Placement Setup Slack: 7.93 ns
  – Final GP Congestion: around 0.81
  – Post-DP HPWL: 5230 um

GRT
  – Vias in the first global route: between 2000 and 2500
  – First-pass GRT wire length: 9630 um
  – All-Layer GR Usage: a little under an eighth
  – Initial antenna violation count: 0
  – Gr ovfl total: 0
  – Pin count of the biggest net entering global routing: 11

Floorplanning
  – Floorplan Utilization: about 29%
  – Row cnt: 28
  – I/O pin count: around 100
  – Die X: around 99 um
  – Core box area: 5990 um2
  – Die ar.: roughly 9800 um2
  – Die Height: ~99 um

Pwr
  – Leakage Power: 0.00122 uW
  – VDD IR max: ~0.015 mV
  – Final Total Pwr: 105 uW
  – Power Density: ~38 nW/um2

Hold path
  – Worst Hold Class: primary input to output port

Clock network
  – Post-CTS sizing: 0
  – Post-CTS Setup Repair Bufs: 0
  – Hold_buf cts: 0
## report_power, final
group          leakage, uW  internal (uW)  switching [uW]
Sequential               0              0               0
Clock                    0              0               0
Combinational      0.00122           63.5            41.6
## critical path, cell delays in order
cell             delay, ns
clkdlybuf4s50_1       0.43
fa_1                  0.48
fa_1                  0.42
a21o_1                0.22
a221oi_2              0.35
o31ai_2               0.14
a21o_1                0.23
a21oi_2               0.16
a21oi_1               0.12
a221o_1               0.36
clkdlybuf4s50_1       0.42
## synthesized netlist by cell type (all sizes together), types with 2 or more instances
| library cell | number |
|---|---|
| a31oi | 7 |
| or3 | 3 |
| a221o | 2 |
| a221oi | 2 |
| nand2b | 3 |
| a21oi | 31 |
| a21o | 23 |
| fa | 2 |
| o21ai | 17 |
| xor2 | 13 |
| nand3 | 7 |
| o31ai | 4 |
| o21bai | 4 |
| and3 | 3 |
| nand2 | 21 |
| o311a | 2 |
| a211oi | 3 |
| nor2 | 13 |
| xnor2 | 14 |
| ha | 31 |
| nand4 | 4 |
| o21a | 2 |
| and4 | 2 |
| nor4 | 2 |
| clkbuf | 12 |
| inv | 5 |
## kinds of logic after synthesis
| kind of cell | count (synthesis) | synth area share (%) |
|---|---|---|
| adder cells (fa/ha/maj) | 33 | 24.6 |
| AND/OR/NAND/NOR | 62 | 17.2 |
| XOR/XNOR | 27 | 13.6 |
| buffers and inverters | 17 | 3.74 |
| AND-OR/OR-AND | 105 | 40.3 |
| multiplexers | 1 | 0.576 |
## placed cells by master (no fill, tap or decap), types with 3 or more instances in the layout
| master | instances |
|---|---|
| a211oi_1 | 3 |
| a21o_1 | 23 |
| a21oi_1 | 29 |
| a31oi_1 | 7 |
| and3_1 | 3 |
| clkdlybuf4s50_1 | 98 |
| ha_1 | 31 |
| inv_1 | 5 |
| nand2_1 | 21 |
| nand2b_1 | 3 |
| nand3_1 | 7 |
| nand4_1 | 4 |
| nor2_1 | 13 |
| o21ai_0 | 17 |
| o21bai_1 | 4 |
| o31ai_1 | 3 |
| or3_1 | 3 |
| xnor2_1 | 14 |
| xor2_1 | 13 |
## stage by stage
step	hold slack (ns)	cell area, um2
global placement	8.61	2770
detailed placement	8.61	2770
finish	8.62	2770
global route	8.63	2770
floorplan	7.62	1740
CTS	8.62	2770
## layout make-up
| class | count | share of cell area, % |
|---|---|---|
| Multi-Input combinational cell | 228 | 60.5 |
| Timing Repair Buffer | 98 | 35.4 |
| Tap cell | 75 | 3.39 |
| Inverter | 5 | 0.678 |
## routing by layer
metal  vias to the layer above  wire (um)  global-route usage, %
met5                         -          0                      0
met2                        57       2740                   18.6
met3                         6        407                   2.68
li1                       1109          -                      -
met1                       918       2790                   15.1
met4                         0         64                   1.21
## path summary, 6_finish.rpt
| path | startpoint | to | cells past startpoint |
|---|---|---|---|
| hold / removal | Ci | S[0] | 3 |
| setup / recovery | A[0] | Co | 11 |
No activity file was given, so power comes from the tool's default toggle rates.
