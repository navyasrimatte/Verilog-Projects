==> ./design.v <==
`timescale 1ns / 1ps
 module fraction_multiplication (CLK, St, Mplier, Mcand, Product, Done);
 input CLK;
 input St;
 input[3:0] Mplier;
 input[3:0] Mcand;
 output[6:0] Product;
 output Done;
 reg[2:0] State;
 reg[3:0] A;
 reg[3:0] B;
 reg[3:0] addout;
 initial
 begin
 State = 0;
 end
 always @(posedge CLK)
 begin
 case (State)
 0 :
 begin
 if (St == 1'b1)
 begin
 A <= 4'b0000 ;
 B <= Mplier ;
   State <= 1 ;
 end
 else
 State <= 0;
 end
 1, 2, 3 :
 begin
 if (B[0] == 1'b1)
 begin
 addout = A + Mcand;
 A <= {Mcand[3], addout[3:1]} ;
 B <= {addout[0], B[3:1]} ;
 end
 else
 begin
 A <= {A[3], A[3:1]} ;
 B <= {A[0], B[3:1]} ;
 end
 State <= State + 1 ;
 end
 4 :
 begin
 if (B[0] == 1'b1)
 begin
 addout = A + ~Mcand + 1;
 A <= {~Mcand[3], addout[3:1]} ;
 B <= {addout[0], B[3:1]} ;
 end
 else
 begin
 A <= {A[3], A[3:1]} ;
 B <= {A[0], B[3:1]} ;
 end
 State <= 5 ;
 end
 5 :
 begin
 State <= 0 ;
 end
 default :
 begin
 State <= 0 ;
 end
 endcase
 end
 assign Done = (State == 5) ? 1'b1 : 1'b0 ;
 assign Product = {A[2:0], B} ;
endmodule
==> ./run.sh <==
#!/bin/bash
# OpenROAD 26Q1-2900-gdf79404cd8, Yosys 0.63+post, stock flow scripts
make -C /OpenROAD-flow-scripts/flow DESIGN_CONFIG=/design/flow/config.mk WORK_HOME=/design/flow/orfs finish
==> ./config.mk <==
export PLATFORM = sky130hd
export DESIGN_NAME = fraction_multiplication
export DESIGN_NICKNAME = fraction_multiplication
export VERILOG_FILES = /design/flow/design.v
export SDC_FILE = /design/flow/constraint.sdc
export NUM_CORES = 4
export LEC_CHECK = 1
export CORE_AREA = 10 10 72 72
export DIE_AREA = 0 0 82 82
==> ./constraint.sdc <==
current_design fraction_multiplication

set clk_period 2.6
set clk_io_pct 0.2

create_clock -name clk0 -period $clk_period [get_ports {CLK}]

set non_clock_inputs [all_inputs -no_clocks]
set_input_delay [expr $clk_period * $clk_io_pct] -clock clk0 $non_clock_inputs
set_output_delay [expr $clk_period * $clk_io_pct] -clock clk0 [all_outputs]
==> run notes <==
impl run done, here's what came out: max-slew violations=0, HPWL after DPL=1430 um, initial cell density of the core=23.9%, Adder Area Share=20.1%, ANT cells=0, Initial DRT Pass Iterations=4, Rel. slew slack=69.2%, RR Startpoint=State[0], vias in the first global route=655, ys cells=89, met1 Resource Use GR=8.80%, final std cells w/o fill=154, final period utilization=85.9%, CP top delay family=buffers and inverters, port bufs=17, register area=300 um2, via/cell ratio=4.20, Top Usage Layer GRT=met1, initial antenna violation count=0, Final GP Congestion=0.813, yosys simple share=16.3%, Design Power=1.39 mW, final hold violation count=0, post-synthesis area per instance=9.91 um2, dpl cells=150, # setup viols final=0, crit path from=Mcand[1], clock tree buffer depth=2, Hold Crit Class=register to register, first-pass GRT wire length=3110 um, hold depth=1, Max-cap violations=0, vias=647, H-tree depth=1, status=finished clean, startpoint types=input port, post-CTS setup buffer count=0, XOR Share, Synth=1.99%, core area=0.00369 mm2, Setup Crit Path Kind=input port to register, clk_skew=0.00187 ns, synth warn=1, post-layout util=30.5%, dominant logic cell type in the layout=nand2_1, TNS Setup=0 ns, RSZ-0062 raised after global routing=false, Clock transition at path regs=0.05 ns, Unique cell types=31, maximum clock rate=448 MHz, aoi/oai-family share of the synthesized area=20.7%, post-route cell area=0.00112 mm2, Skew-Pair Late Insertion Delay=0.24 ns, P&R area growth vs syn=27.4%, flops out of synthesis=11, slowest stage delay, CP=0.53 ns, Sink Count=11, Min-Delay Endpoint=State[0], Worst Tran Pin Value=0.461 ns, final WL=1800 um, Die ar.=0.00672 mm2, met2 Use GR=8.07%, tool warnings=31, Main logic family=AND-OR/OR-AND gates, synthesized area=882 um2, critical-path maximum fanout=3, Chip Height=82 um, YS chip area=882 um2, Leak=0.463 nW, Min-Delay Startpoint=State[0], Crit path arrival time=2.23 ns, filler cell count=385, cells on worst reg2reg path=7, MUX share of area=0%, Die Wd=82 um, Routed Antenna Nets=0, Worst Path Required=2.59 ns, worst path bufs/invs=2, Resize count post-CTS=0, cell row count=22, per-cell routed wire length=11.7 um, Cell Pwr Density=1240 mW/mm2, share of cells above drive strength 1=12.3%, Root Buffer=clkbuf_8, GR Util met3=2.20%, GRT overflow=0, Post-CTS Hold Buffers=0, number of top-level pins=18, R2R setup slack=0.67 ns, FF-to-FF End=A[3], TritonCTS Buffers=3, Starting DRT DRC Count=37, Top Layout Cells=nand2_1, clkdlybuf4s50_1, ha_1, edfxtp_1, inv_1, critical path's slowest cell=clkdlybuf4s50_1, min cycle time layout=2.23 ns, Syn Inst Count=89, combinational gate area=522 um2, endpoint type of the worst setup path=register, Max VDD drop=590 uV, Synth Seq Share=34.0%, placed instance area=0.00108 mm2, critical-path cell list=clkdlybuf4s50_1 -> inv_1 -> ha_1 -> nor2b_1 -> o31ai_4 -> xnor2_1 -> o22ai_2 -> a2bb2oi_2, largest net degree at the start of global routing=12, Total Routing Usage GR=5.82%, CTS tree=yes, Post-route DRC=0
## logic make-up (layout without fill, tap and decap cells)
| group | after synthesis | in the layout |
|---|---|---|
| XOR/XNOR | 2 | 2 |
| AND-OR/OR-AND | 22 | 22 |
| flip-flops | 11 | 11 |
| AND/OR/NAND/NOR | 30 | 30 |
| buffers and inverters | 11 | 28 |
| adder cells (fa/ha/maj) | 13 | 13 |
## worst max-delay path by stage
stage	to	slack, ns	cells past startpoint
global route	A[2]	0.23	8
finish	A[2]	0.37	8
CTS	A[2]	0.36	8
## state kept, by name, summed over array words and instances (netlist names)
name,count
A,4
B,4
State,3
## cells in the mapped netlist
cell type	instances	share of area, %
nor2_1	2	0.85
inv_1	7	3.0
o22ai_2	1	1.4
ha_1	11	16
a31oi_1	1	0.71
xnor2_1	2	2.0
nand2b_1	1	0.71
nor2_4	1	1.3
buf_6	1	1.3
a2bb2oi_2	1	1.7
and2_1	2	1.4
o21ai_0	3	1.7
o211a_1	1	1.1
o21bai_2	1	1.3
nand3_1	1	0.57
a21oi_1	2	1.1
a32o_1	1	1.1
dfxtp_1	3	6.8
and2_4	1	0.99
nor2b_1	2	1.4
o211ai_1	1	0.85
a21oi_2	1	0.99
o21ba_4	1	1.8
fa_1	2	4.5
buf_4	3	2.6
o21ai_1	6	3.4
nor2_2	2	1.4
a22o_1	1	0.99
o31ai_4	1	2.4
edfxtp_1	8	27
nand2_1	18	7.7
## per-stage QoR
stage                     hold slack (ns)  worst slack, ns
after detailed placement            0.497            0.124
final                               0.504            0.365
after floorplan                     0.460            0.796
after CTS                           0.507            0.361
after global placement              0.481            0.171
after global routing                0.548            0.227
## power breakdown
part / internal (mW) / leakage (nW) / switching, mW
Clock: 0.108 / 0.0228 / 0.0647
Sequential: 0.334 / 0.106 / 0.0960
Combinational: 0.393 / 0.334 / 0.394
## layer usage
metal | routed length [um] | part of all wire (%)
met3 | 131 | 7.3
met1 | 945 | 53
met4 | 8 | 0.45
met5 | 0 | 0
met2 | 712 | 40
## cell type report
type	count	share of cell area [%]
multi-input cells	67	46.4
well taps	48	5.35
clock buffers	4	4.01
flip-flops and latches	11	26.7
inverters	7	2.34
repair buffers	17	15.1
No activity file was given, so power comes from the tool's default toggle rates.
