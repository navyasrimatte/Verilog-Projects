<file path="/design/flow/config.mk">
export PLATFORM = sky130hd
export DESIGN_NAME = ALU_16bit
export DESIGN_NICKNAME = ALU_16bit
export VERILOG_FILES = /design/flow/design.v
export SDC_FILE = /design/flow/constraint.sdc
export NUM_CORES = 4
export LEC_CHECK = 1
export CORE_AREA = 10 10 73 73
export DIE_AREA = 0 0 83 83
</file>
<file path="/design/flow/constraint.sdc">
current_design ALU_16bit

set clk_period 15.5
set clk_io_pct 0.2

create_clock -name clk0 -period $clk_period

set non_clock_inputs [all_inputs -no_clocks]
set_input_delay [expr $clk_period * $clk_io_pct] -clock clk0 $non_clock_inputs
set_output_delay [expr $clk_period * $clk_io_pct] -clock clk0 [all_outputs]
</file>
<file path="/design/flow/design.v">
`timescale 1ns / 1ps
module ALU_16bit(input [15:0]A,B,input en,input [3:0] opcode,output reg[31:0] result);
always @(A or B or opcode or en) begin
if(en==1)
case(opcode)
4'b0000:result=A+B;
4'b0000:result=A-B;
4'b0000:result=A*B;
4'b0000:result=A+1;
4'b0000:result=A-1;
4'b0000:result=A;
4'b0000:result=~(A);
4'b0000:result=A&B;
4'b0000:result=A|B;
4'b0000:result=A^B;
4'b0000:result=~(A^B);
4'b0000:result=~(A&B);
4'b0000:result=~(A|B);
4'b0000:result=A<<1;
4'b0000:result=A>>1;
4'b0000:result=A/B;
default :result=16'hxxxx;
endcase
else
result=16'hzzzz;
end
endmodule
</file>
<file path="/design/flow/run.sh">
#!/bin/bash
# OpenROAD 26Q1-2900-gdf79404cd8, Yosys 0.63+post, stock flow scripts
make -C /OpenROAD-flow-scripts/flow DESIGN_CONFIG=/design/flow/config.mk WORK_HOME=/design/flow/orfs finish
</file>
==> results.cfg <==
; physical design summary
[outcome]
outcome = finished clean

[power_and_ir_drop]
p_total_mw = 0.0431
share_comb_of_total_power_pct = 100.0
p_sw_mw = 0.0201
powerDensity_nw_per_um2 = 27.0
switching_share_pct = 46.6
pwr-share-seq_pct = 0
ir_drop_mv = 0.0104
p_leak_nw = 0.675
power.internal_mw = 0.0230
clock_power_share_pct = 0

[worst_setup_path]
cp_max_fo = 4
startpoint_type = input port
startpoint = A[0]
criticalPathCategory = input port to output pin
cp.arrival_ns = 5.68
end_kind = output pin
crit_required_ns = 12.40

[grt]
grt_pass1_wl_um = 5450
grt_pass1_vias = 1154
grt_usage_pct = 8.77
grt_antenna_before_repair = 0
grt_max_degree = 16
grt-ovfl-total = 0

[route]
diodes = 0
drt_iter0_markers = 45
totalWireLength_um = 3280
vias = 1159
wl_per_cell_um = 13.3
ant_nets = 0
dr.pass1.iters = 4
post-route-drc-count = 0
viasPerCell = 4.71

[min_path]
min_path_type = input port to output pin
min_from = en

[timing]
worst_pin_slew_ns = 0.580
drv_slew = 0
min_period_over_period_pct = 56.7
post-route-min-period_ns = 8.78
slew_headroom_pct = 61.2
fmax_ghz = 0.114
finalHoldViolations = 0
holdWs_ns = 7.18
setup_violations = 0
rsz0062_at_grt = false
finalSetupTns_ns = 0

[synthesis]
synthesis.instances = 149
top_area_share_pct = 18.5
ys_chip_area_um2 = 1080
yosysCellCount = 149
largest_area_cell = ha_1
yosysUniqueCellTypes = 47
syn_avg_cell_area_um2 = 7.25
yosysWarnings = 2
ys_seq_share_pct = 0
syn_area_um2 = 1080
top_cells_by_area = ha_1, buf_4, a21oi_1

[run]
warnings = 32
maxCapViolCount = 0

[clock_tree]
postCtsSetupRepairBufs = 0
post_cts_resized = 0
hold_buffers = 0

[floorplan]
chip_area_um2 = 6890
die_y_um = 83
core-area_um2 = 3740
die_w_um = 83
fp_util_pct = 28.8
io_pins = 69
core.rowCount = 22

[finish]
numSequentialCells = 0
finish.utilization_pct = 42.6
lay_top_count = clkdlybuf4s50_1
seq_area_um2 = 0
area_growth_pct = 47.7
drive_gt1_share_pct = 7.58
lay_top_cells = clkdlybuf4s50_1, ha_1, conb_1
clock_buffers = 0

[placement]
hpwl_um = 2900
gp_congestion = 0.809
io_buffers = 54
## through the flow
| step | cell area [um2] | std cells | worst slack (ns) |
|---|---|---|---|
| 2_1_floorplan | 1130 | 163 | 7.97 |
| 3_3_place_gp | 1600 | 246 | 6.76 |
| 5_1_grt | 1600 | 246 | 6.51 |
| 6_report | 1600 | 246 | 6.72 |
| 4_1_cts | 1600 | 246 | 6.71 |
| 3_5_place_dp | 1600 | 246 | 6.73 |
## cell usage after synthesis, types with 2 or more instances
master	n
o31a_1	2
xor2_1	2
o211a_1	2
a21boi_0	2
nand2_1	8
nor3_2	2
o211ai_2	2
ha_1	16
nor2_1	8
nor4_1	3
inv_1	6
o21ai_0	4
buf_4	15
nand3_1	6
nor3b_1	4
a21oi_1	13
a21o_1	5
mux2i_1	2
and2_1	2
a21oi_2	4
nand4_1	2
o21ai_1	2
nor3_1	7
buf_2	2
o21a_1	5
and2b_2	2
## cell type report
type | count | area [um2]
fill | 403 | 2150
inverter | 6 | 22.5
multi-input combinational | 138 | 972
tap | 48 | 60.1
timing repair buffer | 54 | 541
## critical path, stage by stage
cell	delay [ns]
clkdlybuf4s50_1	0.46
ha_1	0.22
inv_1	0.07
fa_1	0.38
and2b_1	0.26
o211ai_2	0.12
a21boi_0	0.27
nor3_1	0.07
nor3_1	0.21
clkdlybuf4s50_1	0.51
## power groups by stage
stage,Clock [mW],Combinational [mW],Sequential (mW)
after global routing,0,0.0484,0
final,0,0.0431,0
after CTS,0,0.0435,0
## final timing paths
| path | endpoint | slack, ns | depth (start not counted) |
|---|---|---|---|
| setup / recovery | result[6] | 6.72 | 10 |
| hold / removal | result[0] | 7.18 | 3 |
## metal layers
| layer | part of all wire, % | GRT usage [%] | up-vias |
|---|---|---|---|
| met5 | 0 | 0 | - |
| met4 | 0 | 0 | 0 |
| met3 | 4.7 | 1.67 | 0 |
| met2 | 45 | 14.4 | 37 |
| met1 | 51 | 12.2 | 500 |
| li1 | - | - | 622 |
## cells by family (layout without fill, tap and decap cells)
logic type,after synthesis,count (layout),share of synthesized area [%]
multiplexers,2,2,1.85
XOR/XNOR,3,3,2.43
AND/OR/NAND/NOR,54,54,28.4
AND-OR/OR-AND,47,47,31.8
adder cells (fa/ha/maj),17,17,20.4
buffers and inverters,25,60,14.8
other,1,15,0.347
Power figures rest on the tool's default switching activity, not on a simulated workload.
